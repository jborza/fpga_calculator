<file path="/design/flow/design.v">
`timescale 1ns / 1ps
module integer_divider #(parameter SIZE=10) (
	input clk,
	input reset,
	input [SIZE-1:0] numerator,
	input [SIZE-1:0] denominator,
	input start,
	output [SIZE-1:0] quotient,
	output [SIZE-1:0] remainder,
	output reg done
 );
reg [SIZE-1:0] n;
reg [SIZE-1:0] d;
reg [SIZE-1:0] q;  
reg busy;
always @(posedge clk or posedge reset) 
begin
	if(reset) begin
		n <= 0;
		d <= 0;
		q <= 0;
		done <= 1'b0;
	end
	else begin
		if(start) begin
			n <= numerator;
			d <= denominator;
			busy <= 1'b1;
			done <= 1'b0;
		end 
		else if(busy) begin
			if(n >= d) begin
				q <= q + 1;
				n <= n - d;
			end
			else begin
				busy <= 1'b0;
				done <= 1'b1;
			end
		end
	end
end
assign quotient = q;
assign remainder = n;
endmodule
</file>
<file path="/design/flow/run.sh">
#!/bin/bash
# OpenROAD 26Q1-2900-gdf79404cd8, Yosys 0.63+post, stock flow scripts
make -C /OpenROAD-flow-scripts/flow DESIGN_CONFIG=/design/flow/config.mk WORK_HOME=/design/flow/orfs finish
</file>
<file path="/design/flow/config.mk">
export PLATFORM = sky130hd
export DESIGN_NAME = integer_divider
export DESIGN_NICKNAME = integer_divider
export VERILOG_FILES = /design/flow/design.v
export SDC_FILE = /design/flow/constraint.sdc
export NUM_CORES = 4
export LEC_CHECK = 1
export CORE_AREA = 10 10 110 110
export DIE_AREA = 0 0 120 120
</file>
<file path="/design/flow/constraint.sdc">
current_design integer_divider

set clk_period 7.1
set clk_io_pct 0.2

create_clock -name clk0 -period $clk_period [get_ports {clk}]

set non_clock_inputs [all_inputs -no_clocks]
set_input_delay [expr $clk_period * $clk_io_pct] -clock clk0 $non_clock_inputs
set_output_delay [expr $clk_period * $clk_io_pct] -clock clk0 [all_outputs]
</file>
==> job_summary.md <==
## PnR job results

| Metric | Value |
|---|---|
| Status | finished, final reports clean |
| Max-cap violation count | 0 |
| Asr flop ratio synth | 96.9% |
| CP arrival | 3130 ps |
| Crit path max-delay family | AND-OR/OR-AND gates |
| Yosys Instances | 182 |
| # DRC | 0 |
| Vias in the first global route | 1,454 |
| Slowest CP cell | a221oi_4 |
| Slew HR | 59.2% |
| RSZ-0062 raised after global routing | no |
| Num CTS Buffers | 5 |
| Max Buffers Root-to-Sink | 2 |
| Setup_tns | 0 ps |
| CP Buf/Inv Count | 2 |
| Int Pwr | 508 uW |
| Clock Power Share | 18.3% |
| Wire length on met3 | 312 microns |
| Max Used Layer | met4 |
| FMAX | 343 MHz |
| H-tree depth | 2 |
| Final RePlAce weighted congestion | 0.797 |
| R2R setup slack | 4180 ps |
| Initial cell density of the core | 18.7% |
| Post-synthesis sequential area ratio | 44.1% |
| Yosys top cell by area | dfrtp_1 |
| Yosys chip area | 1830 sq um |
| Critical-path cell list | inv_1, ha_1, fa_1, nor2b_4, o31a_1, o311a_1, a221oi_4, buf_4, mux2_1, o21ai_1 |
| Worst R2R Path Depth | 10 |
| DR iter-0 viols | 56 |
| Io pins | 44 |
| Cts hold-fix bufs | 0 |
| Initial antenna violation count | 0 |
| Area share, top type | 42.5% |
| Worst Tran Pin Value | 612 ps |
| Post-synth EDFFs | 1 |
| CTS root buffer | clkbuf_8 |
| Mapped Cells | 182 |
| Logic pwr share | 45.8% |
| # Post-CTS Setup Buffers | 0 |
| Levels on crit path | 10 |
| Share of cells above drive strength 1 | 6.99% |
| Cell area leaders | dfrtp_1 42%, ha_1 7.5%, xor2_1 4.8%, nand2_1 4.3%, o21ai_0 3.8% |
| Fin crit share | 41.1% |
| Reg2reg start | n[0]$_DFFE_PP0P_ |
| Fin crit period | 2920 ps |
| Final Power | 776 uW |
| Worst path required time | 7310 ps |
| Total grt overflow | 0 |
| Syn Area/Cell | 10.0 sq um |
| Routed Antenna Nets | 0 |
| Die height | 120 microns |
| Wl on met1 | 2070 microns |
| Sequential power share | 36.0% |
| RR Endpoint | n[1]$_DFFE_PP0P_ |
| Pins Over Slew Limit | 0 |
| Clock latency (worst-skew pair) | 280 ps |
| Final-layout fill cell count | 1,025 |
| CTS resizes | 0 |
| Static Leak | 1.08 nW |
| Pwr dens | 311 nW/um^2 |
| Max rail drop VDD | 0.0000903 V |
| Worst setup path start | n[0]$_DFFE_PP0P_ |
| Synth cell types | 40 |
| OpenROAD warning count | 25 |
| Via count | 1,431 |
| Max FO, Critical Path | 11 |
| Fin util | 25.6% |
| Clock skew | 6.92 ps |
| All-Layer GR Usage | 6.26% |
| Top Layout Cells | 43 x clkdlybuf4s50_1, 31 x dfrtp_1, 21 x nand2_1 |
| Netlist Area Pre-Place | 1830 sq um |
| Area grow syn2layout | 36.7% |
| Die ar. | 14,400 sq um |
| Yosys reg bits | 32 |
| # setup viols final | 0 |
| Rows | 36 |
| Hold/Removal Path Class | flop to flop |
| Port buffer count | 43 |
| Fin. Hold Viols | 0 |
| DP Wirelength | 3450 microns |
| Drt pass-1 iters | 4 |
| First-pass GRT wire length | 7450 microns |
| Top cell excl fill/tap | clkdlybuf4s50_1 |
| Crit path to | n[1]$_DFFE_PP0P_ |
| Pin count of the biggest net entering global routing | 52 |
| Critical path class | flop to flop |
| WL per Instance | 12.4 microns |
| Vias per Instance | 3.95 |
| Die W | 120 microns |
| Clk sinks | 32 |
| Drt total wl | 4490 microns |
| CP Capture Type | flop |
| Most common reg cell | dfrtp_1 |
| Core Region | 9770 sq um |
| Worst hold margin | 470 ps |
| CTS tree | built |
| Critical Path Source Type | flop |
| Metal2 WL | 2050 microns |
| Sw Share | 34.6% |
| Antenna fix cells | 0 |
| Yosys warns | 1 |
| Clock slew at reported path FFs | 70 ps |
| CP peak stage delay | 500 ps |
| Net Switching | 268 uW |
-- routing by layer --
metal,up-vias,global-route usage (%)
li1,735,-
met1,657,8.55
met2,35,9.59
met3,4,2.28
met4,0,0.830
met5,-,0
-- final cells by class --
cell class	instances	area [sq um]	area share [%]
Sequential cell	32	806	32.3
Clock buffer	6	82.6	3.31
Multi-Input combinational cell	130	931	37.3
Tap cell	133	166	6.66
Clock inverter	2	10.0	0.401
Timing Repair Buffer	46	453	18.1
Inverter	13	48.8	1.95
-- power by group through the flow --
stage	Combinational [mW]	Sequential [mW]	Clock [mW]
global route	0.398	0.288	0.157
finish	0.355	0.279	0.142
CTS	0.362	0.281	0.147
-- synth_stat cells (all sizes together) (2+ instances only) --
master / n
a21oi: 7
a221o: 3
a31oi: 2
and3: 3
and3b: 3
buf: 3
clkbuf: 4
dfrtp: 31
ha: 11
inv: 13
mux2: 4
mux2i: 4
nand2: 21
nand2b: 2
nand3: 4
nand4: 2
nor2: 6
nor2b: 2
nor3: 2
nor4: 5
o21a: 2
o21ai: 20
o31a: 2
xnor2: 6
xor2: 10
-- cell families after synthesis --
kind of cell / count (synthesis) / share of synthesized area, %
xor+xnor: 16 / 7.67
compound gates: 41 / 14.9
simple gates: 53 / 15.1
flops: 32 / 44.1
buf+inv: 20 / 4.93
mux: 8 / 4.66
fa+ha+maj: 12 / 8.63
-- sequential cells by signal, summed over array words and instances, names as in the netlist --
register	cells
done	1
q	10
n	10
busy	1
d	10
-- worst min-delay path by stage --
stage           startpoint                to  slack, ps  cells past startpoint
5_1_grt   q[9]$_DFFE_PP0P_  q[9]$_DFFE_PP0P_        490                      1
4_1_cts   q[9]$_DFFE_PP0P_  q[9]$_DFFE_PP0P_        470                      1
6_report  q[9]$_DFFE_PP0P_  q[9]$_DFFE_PP0P_        470                      1
-- worst reg2reg max path: cells and delay by family, from the launching register on --
| kind | cells | cell delay [ps] |
|---|---|---|
| AND-OR/OR-AND | 4 | 1290 |
| adder cells (fa/ha/maj) | 2 | 430 |
| flip-flops | 1 | 370 |
| buffers and inverters | 2 | 360 |
| multiplexers | 1 | 340 |
| AND/OR/NAND/NOR | 1 | 50 |
-- stage by stage --
| stage | area [sq um] | setup slack [ps] | instances |
|---|---|---|---|
| global placement | 2400 | 4230 | 354 |
| detailed placement | 2400 | 4180 | 354 |
| floorplan | 1830 | 4620 | 182 |
| finish | 2500 | 4180 | 362 |
| global route | 2500 | 3950 | 362 |
| CTS | 2500 | 4160 | 362 |
Power figures rest on the tool's default switching activity, not on a simulated workload.
