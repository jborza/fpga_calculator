==> ./design.v <==
`timescale 1ns / 1ps
module keypad_encoder(
	input clk,
	input reset,
	input [3:0] rows,
	input [3:0] columns, 
	output reg [3:0] keycode_output
 );
localparam [3:0] 
	unknown = 4'bxxxx,
	none = 4'b0000,
	one = 4'b0001,
	two = 4'b0010,
	three = 4'b0100,
	four = 4'b1000;
always @(posedge clk) begin
	if(reset) begin
		keycode_output <= unknown;
	end else begin
		case(columns)
			one:
				case(rows)
					one: keycode_output   <= 4'h1;
					two: keycode_output   <= 4'h4;
					three: keycode_output <= 4'h7;
					four: keycode_output  <= 4'he;
					default: keycode_output <= unknown;
				endcase
			two:
				case(rows)
					one: keycode_output   <= 4'h2;
					two: keycode_output   <= 4'h5;
					three: keycode_output <= 4'h8;
					four: keycode_output  <= 4'h0;
					default: keycode_output <= unknown;
				endcase
			three:
				case(rows)
					one: keycode_output   <= 4'h3;
					two: keycode_output   <= 4'h6;
					three: keycode_output <= 4'h9;
					four: keycode_output  <= 4'hf;
					default: keycode_output <= unknown;
				endcase
			four:
				case(rows)
					one: keycode_output   <= 4'ha;
					two: keycode_output   <= 4'hb;
					three: keycode_output <= 4'hc;
					four: keycode_output  <= 4'hd;
					default: keycode_output <= unknown;
				endcase
			default: 
				keycode_output <= 4'bxxxx;
		endcase
	end
end
endmodule
==> ./run.sh <==
#!/bin/bash
# OpenROAD 26Q1-2900-gdf79404cd8, Yosys 0.63+post, stock flow scripts
make -C /OpenROAD-flow-scripts/flow DESIGN_CONFIG=/design/flow/config.mk WORK_HOME=/design/flow/orfs finish
==> ./config.mk <==
export PLATFORM = sky130hd
export DESIGN_NAME = keypad_encoder
export DESIGN_NICKNAME = keypad_encoder
export VERILOG_FILES = /design/flow/design.v
export SDC_FILE = /design/flow/constraint.sdc
export NUM_CORES = 4
export LEC_CHECK = 1
export CORE_AREA = 10 10 70 70
export DIE_AREA = 0 0 80 80
==> ./constraint.sdc <==
current_design keypad_encoder

set clk_period 1.9
set clk_io_pct 0.2

create_clock -name clk0 -period $clk_period [get_ports {clk}]

set non_clock_inputs [all_inputs -no_clocks]
set_input_delay [expr $clk_period * $clk_io_pct] -clock clk0 $non_clock_inputs
set_output_delay [expr $clk_period * $clk_io_pct] -clock clk0 [all_outputs]
==> results.py <==
# Metrics from the implementation run
metrics = {
    "finish": {
        "largest_reg_flops": 4,
        "area.growth.synth_to_final_pct": 63.70,
        "regMostFlops": "keycode_output",
        "nFillCells": 397,
        "final-instance-count-excl-fill": 115,
        "reg_top3": "keycode_output (4)",
        "drive_gt1_share_pct": 20.29,
    },
    "routing": {
        "wire_per_inst_microns": 9.217,
        "antennaDiodeCount": 0,
        "vias": 433,
        "drt-pass1-iter-count": 4,
        "drc": 0,
        "drt_iter0_drc": 9,
        "viasPerCell": 3.765,
        "ant_nets": 0,
        "drt_wl_total_microns": 1060,
    },
    "logic_synthesis": {
        "postSynthAreaPerCell_sq_um": 7.582,
        "yosys.area_share.xor_xnor_pct": 6.931,
        "synth_cells": 50,
        "muxShareOfSynthArea_pct": 2.640,
        "synthAoiAreaFrac_pct": 29.04,
        "yosys_area_sq_um": 379.1,
        "ys_cells": 50,
        "synth.cellmix.adderShare_pct": 0,
        "ys_types": 27,
        "ys.flops": 4,
        "syn_area_sq_um": 379.1,
        "top_logic_kind": "simple AND/OR/NAND/NOR gates",
        "synth_seq_share_pct": 21.12,
        "synth.cellmix.simpleShare_pct": 37.29,
        "yosys_warnings": 1,
    },
    "sta": {
        "slew_violations": 0,
        "finalHoldViolCount": 0,
        "hold_ws_ns": 1.004,
        "min_period_ns": 1.714,
        "tightest_slew_ns": 0.3356,
        "min_period_over_period_pct": 90.23,
        "setup_violations": 0,
        "relSlewSlack_pct": 77.56,
        "max_freq_mhz": 583.3,
        "rsz0062_at_grt": "false",
    },
    "worst_hold_path": {
        "min_path_type": "in2reg",
    },
    "flow_run": {
        "cap_viol_max_count": 0,
        "warnings": 26,
    },
    "setup_path": {
        "path_class": "in2reg",
        "endpoint_kind": "register",
        "crit_path_max_fanout": 4,
        "critPathLaunchType": "primary input",
        "cp.arrival_ns": 1.83,
        "crit_chain": "clkdlybuf4s50_1, or4b_4, a22o_1, a221o_1",
        "required_ns": 2.02,
        "max_stage_delay_ns": 0.51,
        "worst_path_max_delay_cell": "clkdlybuf4s50_1",
    },
    "clocking": {
        "cts_sinks": 4,
        "ctsLongestPathBuffers": 2,
        "cts_setup_buffers": 0,
        "clkTransAtPathRegs_ns": 0.04,
        "htreeDepth": 1,
        "cts.repair.resized": 0,
        "cts.hold.buffers_added": 0,
        "clockRootBuffer": "clkbuf_4",
        "cts_tree": "done",
        "cts_inserted_buffers": 3,
    },
    "grt": {
        "overflow": 0,
        "grt_pass1_vias": 393,
        "gr-usage-all-layers_pct": 3.196,
        "antenna_found_initial": 0,
        "grt_max_degree": 11,
        "grt_pass1_wl_microns": 1704,
    },
    "power": {
        "ir_worst_vdd_v": 0.00009545,
        "power.total_uw": 296.4,
        "p_per_area_mw_per_mm2": 477.6,
        "cellLeakagePower_nw": 0.2177,
    },
    "floorplan": {
        "fp.dieW_microns": 80,
        "fp_util_pct": 11.10,
        "die_h_microns": 80,
        "rows": 21,
        "ios": 14,
        "core_area_sq_mm": 0.003416,
        "die-area_sq_mm": 0.006400,
    },
    "placement": {
        "port_buffers": 12,
        "dp.cells": 112,
        "gp_congestion": 0.7771,
        "hpwl_microns": 882.6,
    },
    "outcome": {
        "status": "finished, final reports clean",
    },
}
-- logic make-up after synthesis --
logic type / count (synthesis)
AND-OR/OR-AND: 16
AND/OR/NAND/NOR: 23
XOR/XNOR: 3
flip-flops: 4
buffers and inverters: 3
multiplexers: 1
-- power breakdown --
part	switching (mW)	internal [mW]
clock network	0.0328	0.0705
logic	0.0400	0.0596
registers	0.00151	0.0920
total	0.0743	0.222
-- worst paths after layout --
kind                               endpoint  cells after the start     from
setup / recovery  keycode_output[1]$_DFF_P_                      4  rows[2]
hold / removal    keycode_output[0]$_DFF_P_                      3  rows[0]
-- synth_stat cells --
cell type / number / area (sq um)
nor2_1: 6 / 22.52
a21oi_1: 4 / 20.02
dfxtp_1: 4 / 80.08
nand2b_1: 4 / 25.02
clkbuf_1: 3 / 11.26
nand2_1: 3 / 11.26
o21ai_0: 3 / 15.01
xnor2_1: 3 / 26.28
nor3_1: 2 / 10.01
a211o_1: 1 / 8.760
a221o_1: 1 / 10.01
a22o_1: 1 / 8.760
mux2i_1: 1 / 10.01
nand3b_1: 1 / 7.510
nor3_2: 1 / 10.01
nor4b_1: 1 / 8.760
o21a_1: 1 / 7.510
o22ai_1: 1 / 6.260
o311ai_1: 1 / 8.760
o31ai_1: 1 / 7.510
o32ai_1: 1 / 8.760
o41ai_1: 1 / 8.760
or2_2: 1 / 6.260
or2b_1: 1 / 7.510
or3b_2: 1 / 8.760
or4b_1: 1 / 10.01
or4b_4: 1 / 13.76
-- layer usage --
metal	up-vias	global-route usage, %	share of wire [%]
met4	0	0.7042	1.5
met5	-	0	0
li1	228	-	-
met1	186	4.122	47
met2	17	4.896	41
met3	2	1.250	10
-- cell type report --
type	count	area [sq um]	share of cell area, %
clock buffer	3	22.52	3.629
sequential	4	80.08	12.90
multi-input combinational	43	287.8	46.37
tap	46	57.56	9.274
timing repair buffer	19	172.7	27.82
-- worst max-delay path: cells and delay by family --
family / cells / cell delay [ns]
buffers and inverters: 1 / 0.51
AND/OR/NAND/NOR: 1 / 0.50
AND-OR/OR-AND: 2 / 0.44
-- metrics by stage --
step,area (sq um),util (%),setup WS (ns),setup TNS (ns)
2_1_floorplan,379.1,-,0.4505,0
3_3_place_gp,598.1,17.51,-0.04624,-0.07635
3_5_place_dp,598.1,17.51,-0.04756,-0.08318
4_1_cts,620.6,18.17,0.2010,0
5_1_grt,620.6,18.17,0.1220,0
6_report,620.6,18.17,0.1856,0
-- cell usage in the layout, fill, tap and decap left out --
cell             count
or2b_1               1
o32ai_1              1
xnor2_1              3
nor4b_1              1
nand3b_1             1
clkbuf_4             3
o41ai_1              1
a22o_1               1
nor3_2               1
buf_4                7
o22ai_1              1
o311ai_1             1
o21a_1               1
or4b_1               1
a21oi_1              4
or2_2                1
dfxtp_1              4
mux2i_1              1
a221o_1              1
nand2_1              3
o21ai_0              3
or4b_4               1
nand2b_1             4
or3b_2               1
nor3_1               2
o31ai_1              1
a211o_1              1
nor2_1               6
clkdlybuf4s50_1     12
No activity file was given, so power comes from the tool's default toggle rates.
