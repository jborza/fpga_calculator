**/design/flow/design.v**
```verilog
`timescale 1ns / 1ps
module keypad_poller(
	input clk,
	input reset,  
	input [3:0] keypad_row_in,  
	output reg [3:0] keypad_col_out,
	output reg [3:0] row_out,
	output reg key_pressed
);
localparam [2:0]
	state_init      = 3'd0,
	state_shift_column  = 3'd1,  
	state_wait_debounce = 3'd2,
	state_check_row = 3'd3,
	state_next_row  = 3'd4,
	state_wait_hold   = 3'd5,
	state_check_row2= 3'd6,
	state_return    = 3'd7;
localparam [3:0] NO_KEY = 4'b0000;
reg [2:0] state;
reg [15:0] timer_counter;
localparam [15:0] 
	ticks_hold = 19'd24000,      
	ticks_debounce = 19'd120000;  
always @(posedge clk or posedge reset) 
begin
	if(reset) begin
		row_out <= NO_KEY;
		state <= state_init;
		keypad_col_out <= 4'b0001;
		key_pressed <= 1'b0;
	end else begin
		case(state)
			state_init:
				begin
					row_out <= NO_KEY;
					state <= state_shift_column;
					key_pressed <= 1'b0;
				end
			state_shift_column:
				begin
					keypad_col_out <= { keypad_col_out[2:0], keypad_col_out[3] };
					timer_counter <= 15'h0;
					state <= state_wait_debounce;
				end
			state_wait_debounce:
				begin
					timer_counter <= timer_counter + 1;
					if(timer_counter == ticks_debounce)
						state <= state_check_row;
				end
			state_check_row:
				if(keypad_row_in == NO_KEY) 
					state <= state_shift_column;
				else begin
					row_out <= keypad_row_in;
					state <= state_wait_hold;
					timer_counter <= 15'h0;
				end
			state_wait_hold:
				begin
					timer_counter <= timer_counter + 1;
					if(timer_counter == ticks_hold)
						state <= state_check_row2;
				end
			state_check_row2:
				begin
					if (keypad_row_in != NO_KEY)
					begin
						state <= state_wait_hold;
						key_pressed <= 1'b1;
					end else
					begin
						state <= state_init;
					end
				end
		endcase
	end
end
endmodule
```
**/design/flow/run.sh**
```bash
#!/bin/bash
# OpenROAD 26Q1-2900-gdf79404cd8, Yosys 0.63+post, stock flow scripts
make -C /OpenROAD-flow-scripts/flow DESIGN_CONFIG=/design/flow/config.mk WORK_HOME=/design/flow/orfs finish
```
**/design/flow/config.mk**
```make
export PLATFORM = sky130hd
export DESIGN_NAME = keypad_poller
export DESIGN_NICKNAME = keypad_poller
export VERILOG_FILES = /design/flow/design.v
export SDC_FILE = /design/flow/constraint.sdc
export NUM_CORES = 4
export LEC_CHECK = 1
export CORE_UTILIZATION = 30
```
**/design/flow/constraint.sdc**
```tcl
current_design keypad_poller

set clk_period 2.4
set clk_io_pct 0.2

create_clock -name clk0 -period $clk_period [get_ports {clk}]

set non_clock_inputs [all_inputs -no_clocks]
set_input_delay [expr $clk_period * $clk_io_pct] -clock clk0 $non_clock_inputs
set_output_delay [expr $clk_period * $clk_io_pct] -clock clk0 [all_outputs]
```
==> out/results.tsv <==
stage	metric	value	unit
run_status	status	completed	
drt	Residual DRC	0	
clocking	Max clock buf depth	2	
pwr	Int Pwr	927	uW
final_timing	Hold Vio Cnt, Final	0	
floorplan	floorplan utilization	31.6	%
min_path	worst hold path type	flop to flop	
layout	layout cells sized above 1	15.7	%
pwr	Comb power frac	7.2	%
critical_path	CP cell instances	clkdlybuf4s50_1	
critical_path	delay of the slowest critical-path stage	530	ps
floorplan	chip area	0.00536	sq mm
critical_path	crit end category	output pin	
final_timing	Worst Max-Slew Pin Slew	535	ps
layout	Reg area	858	sq um
drt	DRT antenna net count	0	
layout	final std cells w/o fill	220	
final_timing	final setup fails	0	
drt	wire length per cell	12.3	um
clocking	Clock Latency Late Sink	280	ps
layout	Top cells excl fill/tap	edfxtp_1, clkdlybuf4s50_1, dfrtp_1	
placement	final RePlAce weighted congestion	0.788	
global_route	total grt overflow	0	
yosys	ys cells	132	
clocking	total CTS buffers	5	
critical_path	CP bufs+invs	1	
critical_path	Setup Crit Path Kind	flop to output pin	
yosys	Syn Area/Cell	11.5	sq um
global_route	antenna violations before repair	0	
yosys	YS chip area	0.00152	sq mm
yosys	Post-Syn Area	0.00152	sq mm
final_timing	FMAX	0.574	GHz
layout	Commonest Layout Cell	edfxtp_1	
clocking	CTS tree	done	
floorplan	I/O pin count	15	
floorplan	row count	25	
placement	hpwl dp	1860	um
clocking	deepest level of the CTS H-tree	2	
pwr	switch share	22.4	%
pwr	NetSw	267	uW
flow_run	max-capacitance violation count	0	
final_timing	post-layout period usage of the worst path	72.6	%
final_timing	Final Max-Slew Violation Tally	0	
drt	DR vias	1054	
drt	Ant. Diodes	0	
final_timing	max_slew headroom	64.3	%
global_route	first-pass GRT wire length	4450	um
yosys	register area share after synthesis	56.4	%
yosys	Cell variety after synth	37	
global_route	GRT Total Usage	11.2	%
yosys	synth top area cells	edfxtp_1, dfrtp_1, dfstp_2, mux2_2, a21oi_1	
flow_run	Tool Warnings	26	
layout	fillers	470	
critical_path	delay-heaviest family, CP	flip-flops	
clocking	clk root buf	clkbuf_8	
critical_path	CP startpoint kind	flop	
pwr	maximum VDD drop	0.261	mV
placement	Inst Count DP	212	
critical_path	CP max FO	3	
placement	Port-buffer cells	14	
critical_path	crit path DAT	1260	ps
clocking	register clock-pin slew on the reported worst setup and hold paths	70	ps
pwr	clock share of power	40.3	%
yosys	Yosys top cell area share	31.6	%
drt	vias per std cell	4.79	
floorplan	chip width	73.2	um
final_timing	worst clock skew	10.5	ps
final_timing	minimum clock period	1740	ps
clocking	CTS sink count	31	
layout	combinational gate area	611	sq um
global_route	vias in the first global route	960	
yosys	cell type with the largest total area	edfxtp_1	
yosys	Seq cells post-synth	31	
clocking	CTS Hold Bufs	0	
global_route	largest net degree at the start of global routing	17	
pwr	Seq pwr share	52.5	%
pwr	pwr dens	642	mW/mm^2
final_timing	RSZ-0062 raised after global routing	false	
layout	P&R area growth vs syn	22.3	%
drt	DRT Pass-1 Iters	4	
critical_path	worst path required time	1920	ps
pwr	Leak Pwr	0.000736	uW
clocking	CTS resizes	0	
final_timing	setup TNS	0	ps
drt	First DRT Iteration DRCs	50	
floorplan	CORE AREA	0.00482	sq mm
yosys	Post-Syn Instances	132	
drt	Total Wirelength	2710	um
yosys	warning count from the yosys run	1	
critical_path	Crit-path slowest cell	dfstp_2	
floorplan	chip height	73.2	um
clocking	post-CTS setup buffer count	0	
## through the flow
step           utilization (%)  worst slack [ps]  hold slack [ps]  power, uW  cell area, sq um
3_3_place_gp              36.3               503              481        718              1750
2_1_floorplan                -              18.3              380        691              1520
4_1_cts                   38.6               641              501       1210              1860
5_1_grt                   38.6               586              511       1260              1860
3_5_place_dp              36.3               477              484        724              1750
6_report                  38.6               657              502       1190              1860
## registers in the layout, summed over array words and instances (netlist names)
signal          count
state               6
keypad_col_out      4
key_pressed         1
timer_counter      16
row_out             4
## logic make-up (layout without fill, tap and decap cells)
family	count (synthesis)	after routing	share of synthesized area, %
adder cells (fa/ha/maj)	2	2	1.64
XOR/XNOR	3	3	1.73
multiplexers	7	7	4.93
flip-flops	31	31	56.4
buffers and inverters	13	34	3.94
AND-OR/OR-AND	26	26	11.4
AND/OR/NAND/NOR	50	50	20.0
## cell type report
| cell class | instances | area share [%] |
|---|---|---|
| inverter | 9 | 1.81 |
| multi-input combinational | 88 | 32.8 |
| sequential | 31 | 46.1 |
| tap | 67 | 4.50 |
| clock buffer | 7 | 5.78 |
| clock inverter | 1 | 0.269 |
| timing repair buffer | 17 | 8.74 |
## power groups by stage
stage / clock, uW / sequential [uW] / combinational, uW
after CTS: 491 / 627 / 87.7
after global routing: 526 / 631 / 98.4
final: 482 / 627 / 86.3
## cell usage after synthesis, drive strengths merged
library cell,n
xor2,1
dfstp,2
and3b,1
buf,2
and2,2
and4,1
or3,4
a221oi,1
xnor2,2
edfxtp,16
nor4bb,1
nor4,5
nand2,7
nor3b,1
mux2,4
a21o,3
clkbuf,2
o21ai,4
inv,9
or2,1
nor2,10
nand2b,3
o2bb2ai,2
o31ai,4
ha,2
a22o,4
nand3,5
dfrtp,13
a21oi,8
or4,4
nand4,5
mux2i,3
## final timing paths
| kind | from | endpoint | slack (ps) | cells past startpoint |
|---|---|---|---|---|
| setup / recovery | keypad_col_out[0]$_DFFE_PP1P_ | keypad_col_out[0] | 660 | 1 |
| hold / removal | state[2]$_DFF_PP0_ | key_pressed$_DFFE_PP0P_ | 500 | 1 |
| setup reg to reg | timer_counter[0]$_SDFFCE_PN0P_ | timer_counter[12]$_SDFFCE_PN0P_ | 670 | 4 |
| hold reg to reg | state[2]$_DFF_PP0_ | key_pressed$_DFFE_PP0P_ | 500 | 1 |
| max in group asynchronous | reset | keypad_col_out[0]$_DFFE_PP1P_ | 1430 | 2 |
| min in group asynchronous | reset | state[3]$_DFF_PP0_ | 600 | 2 |
## per-layer routing
| metal | vias up | wire, um | GRT usage [%] |
|---|---|---|---|
| met3 | 4 | 102 | 2.94 |
| met2 | 21 | 1260 | 16.5 |
| met5 | - | 0 | 0 |
| li1 | 536 | - | - |
| met4 | 0 | 47 | 2.61 |
| met1 | 493 | 1290 | 17.3 |
No activity file was given, so power comes from the tool's default toggle rates.
